==> flow/design.v <==
module dff (CK,Q,D);
input CK,D;
output Q;
reg Q;
always @ (posedge CK)
  Q <= D;
endmodule
module s27(CK,G0,G1,G17,G2,G3);
input CK,G0,G1,G2,G3;
output G17;
  wire G5,G10,G6,G11,G7,G13,G14,G8,G15,G12,G16,G9;
  wire SPL0_OUT1, SPL0_OUT2, SPL1_OUT1, SPL1_OUT2, SPL2_OUT1, SPL2_OUT2;
  wire SPL3_OUT1, SPL3_OUT2, SPL4_OUT1, SPL4_OUT2, SPL5_OUT1, SPL5_OUT2;
  spl SPL0(SPL0_OUT1, SPL0_OUT2, G14);  
  spl SPL1(SPL1_OUT1, SPL1_OUT2, G8);   
  spl SPL2(SPL2_OUT1, SPL2_OUT2, G12);  
  spl SPL3(SPL3_OUT1, SPL3_OUT2, G11);  
  spl SPL4(SPL4_OUT1, SPL4_OUT2, SPL3_OUT1);  
  dff DFF_0(CK,G5,G10);
  dff DFF_1(CK,G6,SPL3_OUT2);
  dff DFF_2(CK,G7,G13);
  not NOT_0(G14, G0);
  not NOT_1(G17, SPL4_OUT2);  
  and AND2_0(G8, SPL0_OUT1, G6);  
  or OR2_0(G15, SPL2_OUT1, SPL1_OUT1);  
  or OR2_1(G16, G3, SPL1_OUT2);  
  nand NAND2_0(G9, G16, G15);
  nor NOR2_0(G10, SPL0_OUT2, SPL4_OUT1);  
  nor NOR2_1(G11, G5, G9);
  nor NOR2_2(G12, G1, G7);
  nor NOR2_3(G13, G2, SPL2_OUT2);  
endmodule
module spl (SPL_OUT1, SPL_OUT2, SPL_IN1);
input SPL_IN1;
output SPL_OUT1, SPL_OUT2;
assign SPL_OUT1 = SPL_IN1;
assign SPL_OUT2 = SPL_IN1;
endmodule
==> flow/run.sh <==
#!/bin/bash
# OpenROAD 26Q1-2900-gdf79404cd8, Yosys 0.63+post, stock flow scripts
make -C /OpenROAD-flow-scripts/flow DESIGN_CONFIG=/design/flow/config.mk WORK_HOME=/design/flow/orfs finish
==> flow/config.mk <==
export PLATFORM = sky130hd
export DESIGN_NAME = s27
export DESIGN_NICKNAME = s27
export VERILOG_FILES = /design/flow/design.v
export SDC_FILE = /design/flow/constraint.sdc
export NUM_CORES = 4
export LEC_CHECK = 1
export CORE_AREA = 10 10 70 70
export DIE_AREA = 0 0 80 80
==> flow/constraint.sdc <==
current_design s27

set clk_period 1.6
set clk_io_pct 0.2

create_clock -name clk0 -period $clk_period [get_ports {CK}]

set non_clock_inputs [all_inputs -no_clocks]
set_input_delay [expr $clk_period * $clk_io_pct] -clock clk0 $non_clock_inputs
set_output_delay [expr $clk_period * $clk_io_pct] -clock clk0 [all_outputs]
==> flow report <==
RUN
--------------------------------------------------------------------------------------
Max-capacitance violation count                                                      0
Stage-log warning count                                                             25

FLOORPLAN
--------------------------------------------------------------------------------------
Number of cell rows                                                                 21
Core ar.                                                                    3420 sq um
Vertical die dimension                                                      80 microns
Core utilization at floorplan                                                   0.0333
Io pins                                                                              6
Die area                                                                    6400 sq um
Chip Width                                                                  80 microns

CTS
--------------------------------------------------------------------------------------
Clock tree from TritonCTS                                                         done
Clk latency late pin                                                            230 ps
Clock tree sinks                                                                     3
Number of clock buffers inserted by TritonCTS                                        3
Number of levels the H-tree was split into                                           1
Clock slew at the register clock pins of the worst setup and hold paths          40 ps
Largest buffer count on any clock path                                               2
Clock root cell                                                           sky130_fd_sc_hd__clkbuf_4

HOLD PATH
--------------------------------------------------------------------------------------
Tightest Hold Check Type                                                  register to register
Hold Path End                                                                  DFF_1.Q
Start point of the worst min-delay path                                        DFF_1.Q
Cell count of the worst hold path                                                    1

TIMING
--------------------------------------------------------------------------------------
Ratio of final minimum period to clock period                                    0.915
Clock tree skew after final layout                                            0.996 ps
Max-slew violation count                                                             0
Worst slew margin                                                                0.841
Unrepaired setup endpoints after global routing                                  false
Final critical delay including setup and external delays                       1460 ps
Final setup violation count                                                          0
Actual transition at the worst max-transition pin                               237 ps
Worst-case setup margin in the final layout                                     136 ps
Final TNS setup                                                                   0 ps
FMAX                                                                           683 MHz
Final Hold Viols                                                                     0

YOSYS
--------------------------------------------------------------------------------------
Top area cells in the synthesized netlist                                 sky130_fd_sc_hd__dfxtp_1 (53%), sky130_fd_sc_hd__nor4b_4 (21%), sky130_fd_sc_hd__nor2_1 (9.9%), sky130_fd_sc_hd__a21o_1 (6.6%), sky130_fd_sc_hd__nor2b_1 (5.5%)
Cell area after synthesis                                                    114 sq um
Register area share after synthesis                                              0.527
Yosys Chip Area                                                              114 sq um
Synthesized instance count                                                          10
Area share of the largest cell type after synthesis                              0.527
Cell accounting for the most synthesized area                             sky130_fd_sc_hd__dfxtp_1
#FFs+latches synth                                                                   3
Avg Cell Area, Syn                                                          11.4 sq um
Unique cell type count in the Yosys netlist                                          6
Total number of yosys warnings                                                       1
Number of standard cells reported by yosys                                          10

DETAILED ROUTING
--------------------------------------------------------------------------------------
First-iteration detailed-routing DRC count                                           3
Number of diodes added for antenna fixing                                            0
Vias                                                                               114
Vias per cell                                                                     1.70
Drt pass-1 iters                                                                     2
Total Wirelength                                                           364 microns
Total DRC errors in the routed layout                                                0
Wire per inst                                                             5.43 microns
ANT nets after route                                                                 0

GRT
--------------------------------------------------------------------------------------
Largest net degree at the start of global routing                                    3
Vias in the first global route                                                     130
Wire length of the first global-routing pass                               552 microns
Global router's overall resource usage                                          0.0125
Total congestion overflow after global routing                                       0
Number of antenna violations at the first check in global routing                    0

PLACED DESIGN
--------------------------------------------------------------------------------------
GP Congestion                                                                    0.590
Placed standard-cell area                                                    229 sq um
Dpl ws                                                                         -233 ps
Number of buffers inserted by port buffering                                         5
Post-Place Cells                                                                    62

SETUP PATH
--------------------------------------------------------------------------------------
Worst Setup Path Type                                                     input port to primary output
WP data required                                                               1280 ps
Buf/Inv on CP                                                                        2
Worst-case register-to-register setup slack                                     580 ps
Setup crit end kind                                                       primary output
Reg2Reg Capture Point                                                          DFF_0.Q
Length in cells of the worst reg-to-reg path                                         4
Cell-by-cell trace of the critical path                                   clkdlybuf4s50_1 -> nor4b_4 -> a21oi_2 -> clkbuf_2
Setup crit start kind                                                       input port
Delay of the slowest cell on the worst path                                     460 ps
Arrival @ worst endpoint                                                       1140 ps
Family of cells with the greatest summed delay on the critical path       buffers and inverters
Library cell contributing the largest single delay on the critical path   sky130_fd_sc_hd__clkdlybuf4s50_1
Origin of the critical flop-to-flop path                                       DFF_0.Q
Largest fanout on the critical path                                                  2

FINAL LAYOUT
--------------------------------------------------------------------------------------
Comb area                                                                   57.6 sq um
Fill cell total of the finished layout                                             396
Final Instance Count excl. Fillers                                                  67
Final instance area                                                          260 sq um
Share of final-layout standard cells stronger than drive strength 1              0.381
Most frequently placed logic cells in the final layout                    sky130_fd_sc_hd__dfxtp_1 (3), sky130_fd_sc_hd__nor2_1 (3), sky130_fd_sc_hd__clkbuf_4 (3), sky130_fd_sc_hd__clkdlybuf4s50_1 (3), sky130_fd_sc_hd__buf_4 (2)
Layout overhead on the synthesized area                                           129%
Reg area                                                                    60.1 sq um

OUTCOME
--------------------------------------------------------------------------------------
Status                                                                    complete, no violations

PWR
--------------------------------------------------------------------------------------
Power density normalized to cell area                                      926 nW/um^2
P_leak                                                                    0.0000991 uW
Maximum vdd drop                                                              0.145 mV

==> per-stage QoR <==
step | total power [uW] | util | hold WS, ps
6_report | 241 | 0.0762 | 479
5_1_grt | 256 | 0.0762 | 516
4_1_cts | 250 | 0.0766 | 452
3_5_place_dp | 110 | 0.0670 | 442
3_3_place_gp | 110 | 0.0670 | 437
2_1_floorplan | 93.2 | - | 392
==> power by group <==
group / internal [uW] / switching [uW] / total, uW / leakage [uW]
Clock: 93.4 / 38.3 / 132 / 0.0000150
Sequential: 80.5 / 4.63 / 85.1 / 0.0000250
Combinational: 16.9 / 7.31 / 24.2 / 0.0000591
==> layer usage <==
layer  up-vias  GRT usage  part of all wire
li1         55          -                 -
met1        53     0.0113              0.34
met2         6     0.0136              0.47
met3         0     0.0193              0.19
met4         0    0.00528                 0
met5         -          0                 0
==> cells in the mapped netlist, drive strengths merged <==
master  n
dfxtp   3
nor2    3
a21o    1
a21oi   1
nor2b   1
nor4b   1
==> timing repair <==
item	4_1_cts	5_1_grt
resized	3	2
endpoints found under the setup margin	1	1
hold buffers	0	0
buffers inserted	1	0
==> cells by family (layout without fill, tap and decap cells) <==
logic type	Yosys count	after routing	synth area share
compound gates	2	2	0.110
buf+inv	0	11	0
flops	3	3	0.527
simple gates	5	5	0.363
==> worst reg2reg max path: stages, from the launching register on <==
cell and delay [ps]:
sky130_fd_sc_hd__dfxtp_1 320, sky130_fd_sc_hd__nor4b_4 310, sky130_fd_sc_hd__buf_4 150, sky130_fd_sc_hd__buf_4 100
sky130_fd_sc_hd__nor2b_1 30
==> layout make-up <==
type | count | share of cell area
Clock buffer | 4 | 0.101
Multi-Input combinational cell | 7 | 0.221
Sequential cell | 3 | 0.231
Tap cell | 46 | 0.221
Timing Repair Buffer | 7 | 0.226
==> state kept, by name (all words and copies together) (netlist names) <==
register / count
DFF_0.Q: 1
DFF_2.Q: 1
DFF_1.Q: 1
==> worst max path at each step <==
| stage | endpoint | start | depth (start not counted) |
|---|---|---|---|
| 4_1_cts | G17 | G3 | 4 |
| 5_1_grt | G17 | G3 | 4 |
| 6_report | G17 | G3 | 4 |
No activity file was given, so power comes from the tool's default toggle rates.
